`/design/flow/constraint.sdc`:
```
current_design processor

set clk_period 23.8
set clk_io_pct 0.2

create_clock -name clk0 -period $clk_period [get_ports {clk}]

set non_clock_inputs [all_inputs -no_clocks]
set_input_delay [expr $clk_period * $clk_io_pct] -clock clk0 $non_clock_inputs
set_output_delay [expr $clk_period * $clk_io_pct] -clock clk0 [all_outputs]
```
`/design/flow/run.sh`:
```
#!/bin/bash
# OpenROAD 26Q1-2900-gdf79404cd8, Yosys 0.63+post, stock flow scripts
make -C /OpenROAD-flow-scripts/flow DESIGN_CONFIG=/design/flow/config.mk WORK_HOME=/design/flow/orfs finish
```
`/design/flow/config.mk`:
```
export PLATFORM = sky130hd
export DESIGN_NAME = processor
export DESIGN_NICKNAME = processor
export VERILOG_FILES = /design/flow/design.v
export SDC_FILE = /design/flow/constraint.sdc
export NUM_CORES = 4
export LEC_CHECK = 1
export CORE_UTILIZATION = 40
```
`/design/flow/design.v`:
```
`default_nettype none
module alu32(
    input [31:0] srcA, srcB,
    input [2:0] alu_control,
    output reg [31:0] alu_out,
    output reg alu_zero,
    output reg alu_less
);
  always @(*) begin  
    case (alu_control)
      3'b000: alu_out = srcA + srcB;  
      3'b001: alu_out = srcA - srcB;  
      3'b010: alu_out = srcA & srcB;  
      3'b011: alu_out = srcA >> srcB[4:0];  
      3'b100: begin  
        alu_out = {(srcA[31:24] + srcB[31:24]),
             (srcA[23:16] + srcB[23:16]),
             (srcA[15:8]  + srcB[15:8]),
             (srcA[7:0]   + srcB[7:0])};
      end
      3'b101: begin  
        alu_out = {((srcA[31:24] + srcB[31:24]) >> 1),
             ((srcA[23:16] + srcB[23:16]) >> 1),
             ((srcA[15:8]  + srcB[15:8])  >> 1),
             ((srcA[7:0]   + srcB[7:0])   >> 1)};
      end
      3'b110: alu_out = 32'b0;  
      default: alu_out = 32'b0;
    endcase
    alu_zero = (alu_out == 32'b0);
    alu_less = ($signed(srcA) < $signed(srcB));
  end
endmodule
module control_unit(
    input  [6:0] opcode,
    input  [2:0] funct3,
    input  [6:0] funct7,
    output reg       BranchBeq,
    output reg       BranchJal,
    output reg       BranchJalr,
    output reg       RegWrite,
    output reg       MemToReg,
    output reg       MemWrite,
    output reg [2:0] ALUControl,
    output reg       ALUSrc,
    output reg [2:0] immControl,
    output reg      BranchBLT
    );
localparam R_TYPE   = 7'b0110011;
localparam addi_instr   = 7'b0010011;
localparam lw_instr   = 7'b0000011;
localparam sw_instr   = 7'b0100011;
localparam beq_blt_instr   = 7'b1100011;  
localparam JAL      = 7'b1101111;
localparam JALR     = 7'b1100111;
localparam ADD_V    = 7'b0001011;
  always @(*) begin
    BranchBeq   = 0;
    BranchJal   = 0;
    BranchJalr  = 0;
    RegWrite    = 0;
    MemToReg    = 0;
    MemWrite    = 0;
    ALUControl  = 3'b000;
    ALUSrc      = 0;
    immControl  = 3'b000;
    BranchBLT   = 0;
    case (opcode)
      R_TYPE: begin
        RegWrite = 1;
        ALUSrc   = 0;
        if (funct3 == 3'b000) begin
          if (funct7 == 7'b0100000)
            ALUControl = 3'b001;  
          else
            ALUControl = 3'b000;  
        end
        else if (funct3 == 3'b111) begin
          ALUControl = 3'b010;  
        end
        else if (funct3 == 3'b101) begin
          ALUControl = 3'b011;  
        end
      end
      addi_instr: begin
        RegWrite = 1;
        ALUSrc   = 1;
        ALUControl = 3'b000;
        immControl = 3'b001;
      end
      lw_instr: begin
        RegWrite = 1;
        ALUSrc   = 1;
        MemToReg = 1;
        ALUControl = 3'b000;
        immControl = 3'b001;
      end
      sw_instr: begin
        MemWrite = 1;
        ALUSrc   = 1;
        ALUControl = 3'b000;
        immControl = 3'b010; 
      end
      beq_blt_instr: begin
        if (funct3 == 3'b000) begin  
          BranchBeq = 1;
          ALUControl = 3'b001; 
        end
        else if (funct3 == 3'b100) begin  
          BranchBLT = 1;
          ALUControl = 3'b110;  
        end
        immControl = 3'b011;
      end
      JAL: begin
        RegWrite  = 1;
        BranchJal = 1;
        ALUSrc = 1;
        immControl = 3'b101;
      end
      JALR: begin
        RegWrite  = 1;
        BranchJalr = 1;
        ALUSrc = 1;
        immControl = 3'b001;
      end
      ADD_V: begin
        RegWrite = 1;
        ALUSrc   = 0;
        if (funct3 == 3'b000) begin
          ALUControl = 3'b100;
        end
        else if (funct3 == 3'b001) begin
          ALUControl = 3'b101;
        end
      end
      default: begin
        RegWrite   = 0;
        MemToReg   = 0;
        MemWrite   = 0;
        BranchBeq  = 0;
        BranchJal  = 0;
        BranchJalr = 0;
        ALUSrc     = 0;
        ALUControl = 3'b000;
        immControl = 3'b000;
        BranchBLT  = 0;
      end
    endcase
  end
endmodule
module imm_decode(
    input  [31:0] instr,
    input  [2:0]  immControl,
    output reg [31:0] imm_out);
  always @(*) begin
    case (immControl)
      3'b000: imm_out = 0;  
      3'b001: imm_out =  {{20{instr[31]}}, instr[31:20]};  
      3'b010: imm_out = {{20{instr[31]}}, instr[31:25], instr[11:7]};  
      3'b011: imm_out = {{19{instr[31]}}, instr[31], instr[7], instr[30:25], instr[11:8], 1'b0};  
      3'b100: imm_out = {instr[31:12], 12'b0};  
      3'b101: imm_out = {{11{instr[31]}}, instr[31], instr[19:12], instr[20], instr[30:21], 1'b0};  
      default: imm_out = 32'b0;
    endcase
  end
endmodule
module reg_file(
  input clk,
  input regWrite,
  input [4:0] rs1, rs2, addressWrite,
  input [31:0] wd,
  output reg [31:0] rd1, rd2);
  reg [31:0] regs [31:0];
  always @(posedge clk) begin
    if (regWrite && (addressWrite != 0))
      regs[addressWrite] <= wd;
  end
  always @(*) begin
    rd1 = (rs1 == 0) ? 32'b0 : regs[rs1];
    rd2 = (rs2 == 0) ? 32'b0 : regs[rs2];
  end
endmodule
module mux2_1(
  input  [31:0] a, 
  input  [31:0] b, 
  input  select,
  output [31:0] y
);
  assign y = (select == 0) ? a : b;
endmodule
module pc_reg(
    input        clk,
    input        reset,
    input [31:0] out,
    output reg [31:0] pc
);
  always @(posedge clk) begin
    if (reset)
      pc <= 32'b0;
    else
      pc <= out;
  end
endmodule
module add_operation(
    input  [31:0] a,
    input  [31:0] b,
    output [31:0] y
);
    assign y = a + b;
endmodule
module and2(input a, b, output y);
    assign y = a & b;
endmodule
module or2(input a, b, output y);
    assign y = a | b;
endmodule
module or3(input a, b, c, output y);
    assign y = a | b | c;
endmodule
module processor( input         clk, reset,
                  output [31:0] PC,
                  input  [31:0] instruction,
                  output        WE,
                  output [31:0] address_to_mem,
                  output [31:0] data_to_mem,
                  input  [31:0] data_from_mem
);
wire [6:0]  opcode = instruction[6:0];
wire [2:0]  funct3 = instruction[14:12];
wire [6:0]  funct7 = instruction[31:25];
wire [4:0]  a1    = instruction[19:15];
wire [4:0]  a2    = instruction[24:20];
wire [4:0]  a3     = instruction[11:7];
wire RegWrite, MemToReg, MemWrite, ALUSrc, BranchJal, BranchJalr, BranchBeq, BranchJalrx, branchBLT;
wire [2:0] ALUControl, immControl;
wire alu_zero, alu_less;
wire [31:0] ALUOut;
control_unit cu_res (opcode, funct3, funct7, BranchBeq, BranchJal, BranchJalr, RegWrite, MemToReg, MemWrite, ALUControl, ALUSrc, immControl, branchBLT);
wire [31:0] imm_out;
imm_decode dec_res (instruction, immControl, imm_out);
wire [31:0] rd1, rd2, writeData;
reg_file reg_res (clk, RegWrite, a1, a2, a3, writeData, rd1, rd2);
wire [31:0] SrcA = rd1;
wire [31:0] SrcB;
mux2_1 alu_operand_mux (rd2, imm_out, ALUSrc, SrcB);
alu32 alu_res (SrcA, SrcB, ALUControl, ALUOut, alu_zero, alu_less);
assign WE             = MemWrite;
assign address_to_mem = ALUOut; 
assign data_to_mem    = rd2;
wire [31:0] PCplus4;
wire [31:0] jalr_target;
wire [31:0] regWriteData;
mux2_1 regWriteMux1 (ALUOut, PCplus4, BranchJalrx, jalr_target);
mux2_1 regWriteMux2 (jalr_target, data_from_mem, MemToReg, writeData);
wire [31:0] branchAdderOutput;
wire[31:0] branchTargetOutput;
add_operation branchAdder (imm_out, PC, branchAdderOutput);
mux2_1 branchTarget_mux (branchAdderOutput, ALUOut, BranchJalr, branchTargetOutput);
add_operation pcPlus4Adder (PC, 32'd4, PCplus4);
wire BranchOutcome;
wire[31:0] Pc_n;
mux2_1 leftestMux (PCplus4, branchTargetOutput, BranchOutcome, Pc_n);
pc_reg pc_register (clk, reset, Pc_n, PC);
or2 branchOrJalr (BranchJal, BranchJalr, BranchJalrx);
wire branchBeqAndZeroResult;
wire branchBLTandLessResult;
and2 branchAndZero (BranchBeq, alu_zero, branchBeqAndZeroResult);
and2 branchBltAndLess (branchBLT, alu_less, branchBLTandLessResult);
or3 branchOutcomeOrJal (branchBeqAndZeroResult, BranchJalrx, branchBLTandLessResult, BranchOutcome);
endmodule
`default_nettype wire
```
==> qor.txt <==
Period utilization - 73.4%
Worst Hold Class - register to register
Max FFs per register - 1024
Final Hold Viols - 0
ANT nets after route - 0
TritonCTS clock tree - built
GRT overflow - 0
DR DRC count - 0
# fillers - 12600
Synthesis warning total - 5
Final Critical Period - 17.47 ns
Mean Syn Cell Area - 14.3 um^2
WP data arrival - 12.71 ns
Share of cells above drive strength 1 - 23.9%
Peak supply drop - 0.0654 mV
IO Port Bufs - 162
CTS Sinks - 1056
Initial antenna violation count - 10
CP max stage delay - 0.81 ns
Setup bufs post-CTS - 0
Placed instance area - 0.0638 mm^2
CP Cell Sequence - buf_8 -> buf_4 -> nor3_4 -> buf_4 -> or4_1 -> nor3_4 -> buf_4 -> nor2_4 -> clkinv_2 -> ha_1 -> inv_1 -> fa_1 -> a21oi_1 -> o221ai_1 -> a41oi_1 -> or3b_2 -> o2111ai_1 -> a311oi_1 -> o21ai_0 -> nand2_1 -> o311ai_0 -> o22a_1 -> o22ai_1 -> clkdlybuf4s50_1
Area Growth Syn to Fin - 14.6%
Main flop type - edfxtp_1
Largest net degree at the start of global routing - 68
DR vias/cell - 6.49
Post-synth top area share - 52.3%
Die Width - 386 um
WL/cell - 36.5 um
Startpoint Class - input pin
Register area - 0.0314 mm^2
Post-route setup TNS - 0 ns
Setup Crit Path Kind - input pin to output port
RSZ-0062 raised after global routing - no
Top area cell types - edfxtp_1 (52%), mux4_2 (19%), mux2i_1 (3.3%)
GRT Total Usage - 33.9%
Crit path capture type - output port
Seq share, synth - 53.4%
YS chip area - 0.0588 mm^2
Max Slew Vio Count - 0
Worst Path Required - 19.04 ns
Dominant cell by count in the synthesized netlist - edfxtp_1
Worst slew margin - 20.6%
Crit Path Max Fanout - 53
WL final - 232 mm
Cts bufs inserted - 109
Actual slew at the worst max-slew pin - 1.18 ns
Leakage - 0.0227 uW
Hold_buf cts - 0
Vias in the first global route - 42800
Clk slew on worst S/H paths - 0.07 ns
Pre-antenna DRT Iters - 6
Die ar. - 0.149 mm^2
Vias - 41200
MaxCap Viol Count - 0
Clk latency late pin - 0.77 ns
Synth Instances - 4105
Chip height - 386 um
Top cells by count, synth - edfxtp_1 (1024), mux4_2 (504), nor2_1 (263), nand2_1 (247), mux2i_1 (196)
Synth area leader - edfxtp_1
# Cells Yosys - 4105
Outcome - completed
Post-DP HPWL - 159 mm
Placer Congestion - 1.05
Power Density - 79.5 mW/mm^2
First-pass GRT wire length - 324 mm
CTS Buffer Depth - 3
Row cnt - 140
Root Buffer - clkbuf_16
Synthesized flop and latch total - 1056
Achievable Freq - 0.0572 GHz
Post-cts resize count - 0
Pre-Place Util - 40.4%
EDFF count, synth - 1024
Most Frequent Cell on Critical Path - buf_4
Worst Skew - 0.0612 ns
Cell Area, Synth - 0.0588 mm^2
Slowest CP cell - or4_1
CORE AREA - 0.146 mm^2
Final Cell Area - 0.0674 mm^2
I/O Pins - 163
Iter 0 DRT Violations - 3748
MI comb area - 0.0262 mm^2
Cell Type Count - 97
H-tree depth - 3
Async SR Flop Fraction - 0%
Final setup fails - 0
OpenROAD warnings - 58
-- layer usage --
layer | part of all wire, % | global-route usage, % | wire length [um]
met1 | 32 | 39.8 | 74100
met2 | 45 | 48.5 | 105000
met3 | 17 | 23.8 | 39700
met4 | 5.6 | 14.5 | 13100
met5 | 0.23 | 2.83 | 527
-- metrics by stage --
stage / hold WS [ns] / utilization (%) / instances / worst slack, ns / total power [uW]
5_1_grt: 0.610 / 46.3 / 6357 / 5.91 / 5530
2_1_floorplan: 0.484 / - / 4136 / 7.79 / 3040
4_1_cts: 0.595 / 46.3 / 6353 / 6.31 / 5350
3_3_place_gp: 0.582 / 43.8 / 6154 / 6.33 / 3620
6_report: 0.590 / 46.3 / 6359 / 6.33 / 5360
3_5_place_dp: 0.587 / 43.8 / 6154 / 6.33 / 3620
-- kinds of logic after synthesis --
family	after synthesis	share of synthesized area [%]
other	1	0.00637
muxes	728	23.2
and+or+nand+nor	944	7.80
xor gates and xnor gates	80	1.19
adders and majority gates	102	2.25
buffers and inverters	413	3.02
AOI/OAI and AO/OA	781	9.20
DFF	1056	53.4
-- critical path: cells and delay by family --
kind	cells	cell delay (ns)
AND/OR/NAND/NOR	6	1.70
buffers and inverters	7	2.60
AND-OR/OR-AND	9	2.91
adder cells (fa/ha/maj)	2	0.71
-- cell usage in the layout, fill, tap and decap left out, types with 35 or more instances in the layout --
cell type,instances
nor2_1,227
o21ai_0,118
buf_4,224
clkdlybuf4s50_1,153
mux4_2,504
ha_1,96
mux2i_1,196
nor3_1,83
xnor2_1,47
edfxtp_1,1024
nand3_1,83
o22ai_1,46
a22oi_1,65
and2_1,35
inv_1,118
a21oi_1,159
clkbuf_16,111
nor2_4,35
nand2_1,247
-- power by group --
part / internal (uW) / switching, uW / leakage (uW)
sequential: 2300 / 10.7 / 0.00945
combinational: 427 / 882 / 0.0115
clock: 995 / 745 / 0.00175
total: 3720 / 1640 / 0.0227
-- cell type report --
class,count,area share [%]
clock buffers,132,4.24
multi-input cells,2667,38.8
well taps,1917,3.56
inverters,128,0.714
clock inverters,67,1.09
flip-flops and latches,1056,46.6
repair buffers,386,4.97
diodes,6,0.0223
-- final timing paths --
check	startpoint	end	slack [ns]	cells after the start
max reg2reg	reg_res.regs[24][3]$_DFFE_PP_	pc_register.pc[8]$_SDFF_PP0_	15.42	24
min reg2reg	pc_register.pc[0]$_SDFFE_PP0P_	pc_register.pc[0]$_SDFFE_PP0P_	0.59	2
min	pc_register.pc[0]$_SDFFE_PP0P_	pc_register.pc[0]$_SDFFE_PP0P_	0.59	2
max	instruction[20]	address_to_mem[30]	6.33	24
Power is estimated from default activity; no workload was simulated.
